`./run.sh`:
```
#!/bin/bash
# OpenROAD 26Q1-2900-gdf79404cd8, Yosys 0.63+post, stock flow scripts
make -C /OpenROAD-flow-scripts/flow DESIGN_CONFIG=/design/flow/config.mk WORK_HOME=/design/flow/orfs finish
```
`./config.mk`:
```
export PLATFORM = sky130hd
export DESIGN_NAME = Layer_1_pool
export DESIGN_NICKNAME = Layer_1_pool
export VERILOG_FILES = /design/flow/design.v
export SDC_FILE = /design/flow/constraint.sdc
export NUM_CORES = 4
export LEC_CHECK = 1
export CORE_AREA = 10 10 490 490
export DIE_AREA = 0 0 500 500
```
`./constraint.sdc`:
```
current_design Layer_1_pool

set clk_period 9.6
set clk_io_pct 0.2

create_clock -name clk0 -period $clk_period

set non_clock_inputs [all_inputs -no_clocks]
set_input_delay [expr $clk_period * $clk_io_pct] -clock clk0 $non_clock_inputs
set_output_delay [expr $clk_period * $clk_io_pct] -clock clk0 [all_outputs]
```
`./design.v`:
```
module Layer_1_pool(
    input        [255:0]     data_in_1    ,
    input        [255:0]     data_in_2    ,
    input        [255:0]     data_in_3    ,
    input        [255:0]     data_in_4    ,
    output       [ 63:0]     data_out_1   ,
    output       [ 63:0]     data_out_2   ,
    output       [ 63:0]     data_out_3   ,
    output       [ 63:0]     data_out_4   
    );
    assign data_out_1[15: 0] = (data_in_1[  0+:16] + data_in_1[ 16 +:16] + data_in_1[64 +:16] + data_in_1[80 +:16] + 2) >> 2;
    assign data_out_1[31:16] = (data_in_1[ 32+:16] + data_in_1[ 48 +:16] + data_in_1[96 +:16] + data_in_1[112+:16] + 2) >> 2;
    assign data_out_1[47:32] = (data_in_1[128+:16] + data_in_1[144 +:16] + data_in_1[192+:16] + data_in_1[208+:16] + 2) >> 2;
    assign data_out_1[63:48] = (data_in_1[160+:16] + data_in_1[176 +:16] + data_in_1[224+:16] + data_in_1[240+:80] + 2) >> 2;
    assign data_out_2[15: 0] = (data_in_2[  0+:16] + data_in_2[ 16 +:16] + data_in_2[64 +:16] + data_in_2[80 +:16] + 2) >> 2;
    assign data_out_2[31:16] = (data_in_2[ 32+:16] + data_in_2[ 48 +:16] + data_in_2[96 +:16] + data_in_2[112+:16] + 2) >> 2;
    assign data_out_2[47:32] = (data_in_2[128+:16] + data_in_2[144 +:16] + data_in_2[192+:16] + data_in_2[208+:16] + 2) >> 2;
    assign data_out_2[63:48] = (data_in_2[160+:16] + data_in_2[176 +:16] + data_in_2[224+:16] + data_in_2[240+:80] + 2) >> 2;
    assign data_out_3[15: 0] = (data_in_3[  0+:16] + data_in_3[ 16 +:16] + data_in_3[64 +:16] + data_in_3[80 +:16] + 2) >> 2;
    assign data_out_3[31:16] = (data_in_3[ 32+:16] + data_in_3[ 48 +:16] + data_in_3[96 +:16] + data_in_3[112+:16] + 2) >> 2;
    assign data_out_3[47:32] = (data_in_3[128+:16] + data_in_3[144 +:16] + data_in_3[192+:16] + data_in_3[208+:16] + 2) >> 2;
    assign data_out_3[63:48] = (data_in_3[160+:16] + data_in_3[176 +:16] + data_in_3[224+:16] + data_in_3[240+:80] + 2) >> 2;
    assign data_out_4[15: 0] = (data_in_4[  0+:16] + data_in_4[ 16 +:16] + data_in_4[64 +:16] + data_in_4[80 +:16] + 2) >> 2;
    assign data_out_4[31:16] = (data_in_4[ 32+:16] + data_in_4[ 48 +:16] + data_in_4[96 +:16] + data_in_4[112+:16] + 2) >> 2;
    assign data_out_4[47:32] = (data_in_4[128+:16] + data_in_4[144 +:16] + data_in_4[192+:16] + data_in_4[208+:16] + 2) >> 2;
    assign data_out_4[63:48] = (data_in_4[160+:16] + data_in_4[176 +:16] + data_in_4[224+:16] + data_in_4[240+:80] + 2) >> 2;
endmodule
```
==> reports/metrics.yaml <==
floorplanning:
  io_pins: 1280
  die_area_sq_um: 250000
  die.size.y_um: 500
  num_rows: 176
  fp_util_pct: 8.99
  core_area_sq_um: 230000
  die_x_um: 500
synth:
  ys_seq_share_pct: 0
  top_cell: "inv_1"
  avgSynthCellArea_sq_um: 7.68
  synth_chip_area_sq_um: 20600
  syn_area_sq_um: 20600
  top_area_cell: "fa_1"
  yosys-stat-cells: 2688
  ys_types: 80
  common_cells: "inv_1 (1137), fa_1 (372), ha_1 (204)"
  synthesis.instances: 2688
  yosysWarnings: 4
  area_leaders: "fa_1 (36%), inv_1 (21%), ha_1 (12%)"
  yosysTopAreaCellShare_pct: 36.1
detailed_routing:
  finalWirelength_um: 135000
  dr.pass1.iters: 5
  wl_per_cell_um: 20.1
  drc_errors: 0
  post_drt_via_cell_ratio: 3.02
  drtIter0Drc: 714
  vias: 20183
  ant_nets: 0
layout:
  flops: 0
  drive_above_1_share_pct: 0.660
  register_area_sq_um: 0
  clock_buffers: 0
  areaGrowthSynthToFinish_pct: 63.9
  fin_cells: 6690
  comb_area_sq_um: 16100
  nFillCells: 26083
hold_path:
  holdPathStages: 4
  hold_class: "in -> out"
  min_from: "data_in_4[65]"
  min_to: "data_out_4[0]"
global_route:
  track_usage_pct: 10.6
  grt_pass1_vias: 21523
  grt_max_degree: 11
  antenna_found_initial: 88
  grt_pass1_wl_um: 178000
  gr-total-overflow: 0
clock_network:
  cts_resized: 0
  ctsHoldBuffers: 0
  post_cts_buffers: 0
run:
  drv_cap: 0
  warning_count: 289
power_and_ir_drop:
  vdd_drop_max_mv: 0.0744
  p_per_area_nw_per_um2: 173
  p_leak_uw: 0.0168
setup_path:
  cp.arrival_ns: 6.41
  cp-start-kind: "input port"
  path_class: "in -> out"
  crit_path_max_fanout: 4
  required_ns: 7.68
  cp-end-kind: "output pin"
final_timing:
  period_needed_ns: 8.33
  rsz0062_at_grt: "no"
  finalHoldViolCount: 0
  post-route-period-util_pct: 86.8
  finalSetupViolations: 0
  maxSlewHeadroom_pct: 44.2
  slew_violations: 0
  tightestPinTransition_ns: 0.833
  fin_tns_setup_ns: 0
  fin_hold_ws_ns: 5.00
  max_freq_ghz: 0.120
run_status:
  status: "complete, no violations"
placement:
  place.gp.congestion: 0.937
  place_inst: 6665
  portBuffers: 960
  dp_hpwl_um: 131000
power by group:
group,switching (uW),internal (uW)
clock network,0,0.000381
registers,0,0
logic,3130,2710
total,3130,2710
final cells by class:
type,count,share of cell area [%]
antenna,25,0.185
timing repair buffer,963,28.5
inverter,1137,12.6
tap,3026,11.2
multi-input combinational,1539,47.5
stage by stage:
| step | power, uW | util (%) | cell area [sq um] | setup WS [ns] |
|---|---|---|---|---|
| 2_1_floorplan | 2340 | - | 20900 | 3.11 |
| 3_3_place_gp | 6060 | 14.7 | 33800 | 1.05 |
| 3_5_place_dp | 6060 | 14.7 | 33800 | 1.07 |
| 4_1_cts | 6100 | 14.7 | 33800 | 1.04 |
| 5_1_grt | 6610 | 14.7 | 33800 | 0.872 |
| 6_report | 5840 | 14.7 | 33800 | 1.27 |
kinds of logic after synthesis:
logic type	Yosys count	synth area share [%]
compound gates	406	13.4
simple gates	351	8.80
fa+ha+maj	576	48.4
mux	6	0.291
other cells	1	0.0182
xor+xnor	136	5.77
buf+inv	1212	23.2
cells in the final DEF (no fill, tap or decap), types with 9 or more instances in the layout:
master,netlist,final
a211oi_1,13,13
and2_1,12,12
o21bai_1,9,9
o21ai_0,51,51
xor2_1,46,46
nor3_1,25,25
nand3_1,32,32
clkdlybuf4s50_1,0,960
inv_1,1137,1137
conb_1,1,64
or3_1,10,10
nand2_1,61,61
fa_1,372,372
xnor2_1,90,90
diode_2,0,25
a21oi_1,110,110
ha_1,204,204
and3_1,33,33
o21a_1,16,16
nor2b_1,22,22
a31oi_1,23,23
nand4_1,13,13
nand2b_1,12,12
nor2_1,92,92
o21ai_1,11,11
a21o_1,74,74
worst max-delay path, cell delays in order:
cell and delay [ns]:
clkdlybuf4s50_1 0.46, inv_1 0.05, fa_1 0.49, fa_1 0.64, inv_1 0.09, ha_1 0.23, a211oi_1 0.27, o21a_1 0.16
o211ai_1 0.28, a211oi_1 0.65, o21ai_0 0.21, xor2_1 0.19, clkdlybuf4s50_1 0.76
worst max path at each step:
stage / startpoint / to / depth (start not counted)
6_report: data_in_4[130] / data_out_4[45] / 13
5_1_grt: data_in_2[134] / data_out_2[46] / 13
4_1_cts: data_in_2[134] / data_out_2[46] / 13
per-layer routing:
metal / track usage [%] / up-vias / routed length, um
met4: 1.31 / 56 / 2300
met1: 12.5 / 9338 / 52300
li1: - / 9755 / -
met2: 16.2 / 890 / 57900
met5: 0 / - / 362
met3: 7.51 / 144 / 21700
Power figures rest on the tool's default switching activity, not on a simulated workload.
