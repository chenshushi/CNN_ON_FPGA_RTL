<file path="flow/run.sh">
#!/bin/bash
# OpenROAD 26Q1-2900-gdf79404cd8, Yosys 0.63+post, stock flow scripts
make -C /OpenROAD-flow-scripts/flow DESIGN_CONFIG=/design/flow/config.mk WORK_HOME=/design/flow/orfs finish
</file>
<file path="flow/config.mk">
export PLATFORM = sky130hd
export DESIGN_NAME = Layer_2_pool
export DESIGN_NICKNAME = Layer_2_pool
export VERILOG_FILES = /design/flow/design.v
export SDC_FILE = /design/flow/constraint.sdc
export NUM_CORES = 4
export LEC_CHECK = 1
export CORE_AREA = 10 10 339 339
export DIE_AREA = 0 0 349 349
</file>
<file path="flow/constraint.sdc">
current_design Layer_2_pool

set clk_period 9.4
set clk_io_pct 0.2

create_clock -name clk0 -period $clk_period

set non_clock_inputs [all_inputs -no_clocks]
set_input_delay [expr $clk_period * $clk_io_pct] -clock clk0 $non_clock_inputs
set_output_delay [expr $clk_period * $clk_io_pct] -clock clk0 [all_outputs]
</file>
<file path="flow/design.v">
module Layer_2_pool (
    input   [ 63:0]          i_data_0    ,
    input   [ 63:0]          i_data_1    ,
    input   [ 63:0]          i_data_2    ,
    input   [ 63:0]          i_data_3    ,
    input   [ 63:0]          i_data_4    ,
    input   [ 63:0]          i_data_5    ,
    input   [ 63:0]          i_data_6    ,
    input   [ 63:0]          i_data_7    ,
    output  [127:0]          o_data
);
    wire [15:0] w_data_0, w_data_1, w_data_2, w_data_3, w_data_4, w_data_5, w_data_6, w_data_7;
    assign w_data_0 = (i_data_0[0 +:16] + i_data_0[16 +:16] + i_data_0[32 +:16] + i_data_0[48 +:16] + 2) >> 2;
    assign w_data_1 = (i_data_1[0 +:16] + i_data_1[16 +:16] + i_data_1[32 +:16] + i_data_1[48 +:16] + 2) >> 2;
    assign w_data_2 = (i_data_2[0 +:16] + i_data_2[16 +:16] + i_data_2[32 +:16] + i_data_2[48 +:16] + 2) >> 2;
    assign w_data_3 = (i_data_3[0 +:16] + i_data_3[16 +:16] + i_data_3[32 +:16] + i_data_3[48 +:16] + 2) >> 2;
    assign w_data_4 = (i_data_4[0 +:16] + i_data_4[16 +:16] + i_data_4[32 +:16] + i_data_4[48 +:16] + 2) >> 2;
    assign w_data_5 = (i_data_5[0 +:16] + i_data_5[16 +:16] + i_data_5[32 +:16] + i_data_5[48 +:16] + 2) >> 2;
    assign w_data_6 = (i_data_6[0 +:16] + i_data_6[16 +:16] + i_data_6[32 +:16] + i_data_6[48 +:16] + 2) >> 2;
    assign w_data_7 = (i_data_7[0 +:16] + i_data_7[16 +:16] + i_data_7[32 +:16] + i_data_7[48 +:16] + 2) >> 2;
    assign o_data = {w_data_7, w_data_6, w_data_5, w_data_4,w_data_3,w_data_2,w_data_1,w_data_0};
endmodule
</file>
==> qor.yml <==
outcome:
  run_status: "finished, final reports clean"
synth:
  yosysCellCount: 1623
  ys_seq_share: 0
  synth_warnings: 0
  synth_cells: 1623
  syn_avg_cell_area_um2: 7.759
  synth_area_mm2: 0.01259
  yosysChipArea_mm2: 0.01259
  ys_types: 52
floorplan:
  io_pins: 640
  fp_util: 0.1175
  die_x_um: 349
  coreArea_mm2: 0.1072
  num_rows: 120
  die_h_um: 349
  die_area_mm2: 0.1218
cts:
  cts_hold_buf: 0
  cts-resized-gates: 0
  post_cts_buffers: 0
route:
  drtAntennaViolNets: 0
  dr.pass1.iters: 4
  drc: 0
  vias: 11636
  wire_per_inst_um: 13.08
  viasPerCell: 3.173
  drt_iter0_markers: 346
  wl_um: 47960
pwr:
  power_frac_comb: 1.000
  power.total_mw: 2.984
  p_clk_frac: 0
  power.density_mw_per_mm2: 143.8
  p_sw_mw: 1.289
  switching_share: 0.4319
  leakagePower_nw: 10.69
  p_int_mw: 1.695
  ir_drop_v: 0.00008392
  p_seq_frac: 0
timing:
  fmaxAchievable_ghz: 0.1182
  fin_crit_sh: 0.9001
  finalSetupViolations: 0
  worst_pin_slew_ps: 788.0
  drv_slew: 0
  slew_headroom: 0.4711
  fin_hold_ws_ps: 4909
  finalSetupTns_ps: 0
  fin_crit_ps: 8461
  hold_violations: 0
  rsz0062_at_grt: "false"
  setup_ws_ps: 939.2
finish:
  fin_area_mm2: 0.02075
  seq_cells: 0
  clockBufferCount: 0
  regArea_um2: 0
  syn_to_final_growth_pct: 64.82
  finalNonFillerCells: 3667
  layout-drive-gt1-share: 0.005307
  utilization: 0.1936
worst_hold_path:
  min_from: "i_data_2[33]"
  hold-path-endpoint: "o_data[32]"
  min_path_cells: 4
  hold_path_class: "input pin to output pin"
worst_setup_path:
  cp-end-kind: "output pin"
  path_max_fanout: 4
  cp_data_arrival_time_ps: 6580
  startpoint_type: "input pin"
  critPathBufInv: 4
  slowest_delay_ps: 670
  cp.required_ps: 7520
  critical_path.top_delay_family: "AND-OR/OR-AND gates"
  critPathKind: "input pin to output pin"
  slowest_stage: "a221oi_1"
  path_cells: "clkdlybuf4s50_1, inv_1, fa_1, fa_1, inv_1, ha_1, a21o_1, a21o_1, o21ai_0, o21ai_1, a221oi_1, a21oi_1, xor2_1, clkdlybuf4s50_1"
placed_design:
  dp.cells: 3664
  port-buffer-count: 640
  hpwl_um: 46910
  gp_congestion: 0.9552
  post-place-ws_ps: 924.5
  place_area_mm2: 0.02075
grt:
  grt_pass1_wl_um: 70780
  overflow: 0
  grt_use_total: 0.07736
  grt_pass1_vias: 12347
  antenna_found_initial: 4
  grt_max_degree: 8
flow_run:
  cap_violations: 0
  warnings: 32
-- tightest hold or removal path, cell delays in order --
cell,delay [ps]
clkdlybuf4s50_1,450
a31oi_1,190
xnor2_1,100
clkdlybuf4s50_1,410
-- synthesized netlist by cell type (2+ instances only) --
cell | count | area [um2]
inv_1 | 761 | 2856
fa_1 | 248 | 4965
ha_1 | 136 | 1702
a21oi_1 | 66 | 330.3
xnor2_1 | 54 | 473.0
nor2_1 | 53 | 198.9
a21o_1 | 40 | 300.3
xor2_1 | 38 | 332.8
o21ai_0 | 30 | 150.1
nand2_1 | 29 | 108.9
nor3_1 | 17 | 85.08
o21a_1 | 14 | 105.1
nand3_1 | 13 | 65.06
nand2b_1 | 11 | 68.82
nor2b_1 | 10 | 62.56
a31oi_1 | 9 | 56.30
a211oi_1 | 8 | 60.06
o21bai_1 | 7 | 52.55
and2_1 | 6 | 37.54
and3_1 | 6 | 37.54
o211ai_1 | 6 | 45.04
a21boi_0 | 5 | 37.54
a221oi_1 | 5 | 43.79
or3_1 | 5 | 31.28
nand4b_1 | 4 | 35.03
or2_2 | 4 | 25.02
nand3b_1 | 3 | 22.52
nand4_1 | 3 | 18.77
a31o_2 | 2 | 17.52
a41o_1 | 2 | 20.02
and3b_1 | 2 | 17.52
clkbuf_1 | 2 | 7.510
o2bb2ai_1 | 2 | 17.52
o311a_1 | 2 | 20.02
o31a_1 | 2 | 17.52
o31ai_1 | 2 | 15.01
-- power by group through the flow --
stage                 combinational [mW]  sequential [mW]     clock (mW)
after global routing                3.33                0   0.0000000285
after CTS                           3.08                0              0
final                               2.98                0  0.00000000681
-- layout make-up --
type	count	area, um2
fillers	11980	86450
multi-input cells	860	9728
repair buffers	640	6406
inverters	761	2856
well taps	1403	1755
diodes	3	7.507
-- worst max-delay path by stage --
stage	slack [ps]	cells after the start	start	endpoint
5_1_grt	650	14	i_data_1[20]	o_data[30]
4_1_cts	920	14	i_data_1[4]	o_data[30]
6_report	940	14	i_data_1[4]	o_data[30]
-- kinds of logic (layout without fill, tap and decap cells) --
| logic type | Yosys count | in the layout | synth area share |
|---|---|---|---|
| AOI/OAI and AO/OA | 217 | 217 | 0.1138 |
| buffers and inverters | 763 | 1401 | 0.2274 |
| and+or+nand+nor | 167 | 167 | 0.06538 |
| adders and majority gates | 384 | 384 | 0.5294 |
| other | 0 | 3 | 0 |
| xor gates and xnor gates | 92 | 92 | 0.06399 |
-- layout by cell type, fill, tap and decap left out, drive strengths merged, types with 3 or more instances in the layout --
master and count:
or3 5, ha 136, a21o 40, nor2b 10
nor2 53, o21bai 8, a31oi 9, nand4b 4
clkdlybuf4s50 640, a211oi 8, nand2 29, o21ai 32
nand3 13, and3 6, xnor2 54, inv 761
or2 4, fa 248, and2 6, a21boi 5
o211ai 6, a221oi 5, a21oi 66, nand3b 3
nor3 17, xor2 38, diode 3, nand4 3
nand2b 11, o21a 14
-- per-layer routing --
metal | vias up | GRT usage | wire length, um
met5 | - | 0 | 13
met4 | 2 | 0.002085 | 114
met3 | 6 | 0.01772 | 3000
met2 | 253 | 0.1494 | 26730
met1 | 5474 | 0.09006 | 18100
li1 | 5901 | - | -
Power figures rest on the tool's default switching activity, not on a simulated workload.
